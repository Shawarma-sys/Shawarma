==> ./design.v <==
module Vector_Regfile(
    input                                                   clk,
    input                                                   rst_n,
    input                                                   wr_rf,
    input   [2:0]                                           rf_sel,
    input   [255:0]                                         wrf_data,
    input   [255:0]                                         wrf0_data,
    input                                                   wrf0_data_v,
    input                                                   rd_rf,
    output  reg                                             rrf_data_v,
    output  [255:0]                                         rrf_data
);
reg     [255:0]                                             vector_reg      [31:0];
always @ (posedge clk or negedge rst_n) begin
    if(~rst_n) begin
        vector_reg[0]                               <=      'd0;
        vector_reg[1]                               <=      'd0;
        vector_reg[2]                               <=      'd0;
        vector_reg[3]                               <=      'd0;
        vector_reg[4]                               <=      'd0;
        vector_reg[5]                               <=      'd0;
        vector_reg[6]                               <=      'd0;
        vector_reg[7]                               <=      'd0;
    end
    else begin
        if (wrf0_data_v) begin
            vector_reg[0]                           <=      wrf0_data;
        end
        else begin
            if(wr_rf) begin
                vector_reg[rf_sel]                  <=      wrf_data;
            end
        end
    end
end
assign      rrf_data                                =       vector_reg[rf_sel];
always @ (posedge clk or negedge rst_n) begin
    if(~rst_n) begin
        rrf_data_v                                  <=      1'b0;
    end
    else begin
        rrf_data_v                                  <=      rd_rf;
    end
end
endmodule
==> ./run.sh <==
#!/bin/bash
# OpenROAD 26Q1-2900-gdf79404cd8, Yosys 0.63+post, stock flow scripts
make -C /OpenROAD-flow-scripts/flow DESIGN_CONFIG=/design/flow/config.mk WORK_HOME=/design/flow/orfs finish
==> ./config.mk <==
export PLATFORM = sky130hd
export DESIGN_NAME = Vector_Regfile
export DESIGN_NICKNAME = Vector_Regfile
export VERILOG_FILES = /design/flow/design.v
export SDC_FILE = /design/flow/constraint.sdc
export NUM_CORES = 4
export LEC_CHECK = 1
export CORE_UTILIZATION = 30
export SYNTH_HDL_FRONTEND = slang
==> ./constraint.sdc <==
current_design Vector_Regfile

set clk_period 47.0
set clk_io_pct 0.2

create_clock -name clk0 -period $clk_period [get_ports {clk}]

set non_clock_inputs [all_inputs -no_clocks]
set_input_delay [expr $clk_period * $clk_io_pct] -clock clk0 $non_clock_inputs
set_output_delay [expr $clk_period * $clk_io_pct] -clock clk0 [all_outputs]
==> impl_metrics.csv <==
group,metric,value,unit
run_status,result_of_the_run,"finished clean",
logic_synthesis,postSynthRegisterBits,2049,
placement,dpl_worst_slack,22750,ps
logic_synthesis,syn_inst,6037,
detailed_routing,routedWlPerCell,23.38,µm
timing,clock-skew-final,0,ps
logic_synthesis,yosysTopAreaCellShare,54.52,%
final_layout,layout_cell_share_with_drive_strength_beyond_1,42.83,%
power_and_ir_drop,max-vdd-ir-drop,0.03182,mV
floorplanning,design.portCount,777,
logic_synthesis,syn_area_per_cell,15.58,µm²
timing,post-route-worst-setup-slack,22960,ps
grt,grt_pass1_wl,395.9,mm
detailed_routing,firstDrtPassIters,6,
power_and_ir_drop,leakage,0.04785,µW
final_layout,synthToLayoutAreaGrowth,20.80,%
logic_synthesis,flop_cell,"sky130_fd_sc_hd__dfrtp_1",
detailed_routing,drt_iter0_drc,2736,
clock_tree,cts.htree.levels,4,
clock_tree,master_cell_of_the_clock_root_buffer,"sky130_fd_sc_hd__clkbuf_16",
placement,routabilityCongestion,0.8099,
floorplanning,standard_cell_row_count,205,
timing,fin_worst_hold_slack,499.0,ps
logic_synthesis,ys_seq_share,54.52,%
timing,transition_at_the_pin_with_the_smallest_max_transition_slack,856.7,ps
floorplanning,coreArea,311900,µm²
grt,grt_antenna_before_repair,78,
critical_path,crit_type,"primary input to primary output",
logic_synthesis,synthDistinctLibCells,25,
placement,place_hpwl,161.3,mm
placement,port_bufs,776,
clock_tree,cts_resized,0,
final_layout,multi_input_comb_area,40460,µm²
clock_tree,cts_buffer_depth,4,
detailed_routing,avgViaCountPerCell,4.948,
logic_synthesis,synth.cell_area,94050,µm²
clock_tree,cts_tree,"done",
timing,worst_slew_margin_rel,42.82,%
timing,rsz0062_at_grt,"false",
final_layout,finalNonFillerCells,11077,
floorplanning,fp.dieW,561.9,µm
timing,setup_viol,0,
clock_tree,clock-sinks,2049,
timing,max_freq,0.04160,GHz
logic_synthesis,synth_area_leader_cell,"sky130_fd_sc_hd__dfrtp_1",
timing,finalCriticalPeriod,24040,ps
timing,hold_viol,0,
logic_synthesis,synth-cells-yosys,6037,
clock_tree,clock_latency,870,ps
critical_path,timing.critical_path.arrival,14640,ps
timing,slew_viol_final,0,
logic_synthesis,ffs_w_async_s_r_synth,100.0,%
power_and_ir_drop,total_power,5103,µW
floorplanning,fp_util,30.15,%
timing,tns,0,ps
clock_tree,cts.repair_timing.setup_buffer_count,0,
hold_path,hp-class,"register to register",
final_layout,fill_cell_count,28874,
logic_synthesis,yosys.stat.chipArea,94050,µm²
grt,pin_count_of_the_biggest_net_entering_global_routing,130,
grt,gr-total-overflow,0,
floorplanning,chip_area,315700,µm²
run,max_cap_viol_count,0,
grt,number_of_global_route_vias_before_repair,60095,
final_layout,largest_register_ffs,2048,
detailed_routing,detail_route.drc_violations,0,
floorplanning,die_h,561.9,µm
timing,min_period_over_period,51.15,%
detailed_routing,finalWirelength,259.0,mm
clock_tree,clk_transition_reported_paths,60,ps
clock_tree,cts.hold.buffers_added,0,
critical_path,cp-end-kind,"primary output",
critical_path,worst_setup_path_start_kind,"primary input",
placement,placedCellCount,10655,
logic_synthesis,cell_types_with_the_highest_counts_after_synthesis,"sky130_fd_sc_hd__dfrtp_1, sky130_fd_sc_hd__mux2_2, sky130_fd_sc_hd__nand2_1",
final_layout,regArea,51270,µm²
grt,overall_global_routing_resource_usage,17.16,%
logic_synthesis,synthMostInstantiatedCell,"sky130_fd_sc_hd__dfrtp_1",
detailed_routing,detail_route_antenna_nets,0,
critical_path,timing.critical_path.required,37600,ps
critical_path,path_max_fanout,65,
logic_synthesis,number_of_flops_mapped_to_enable_cells_by_yosys,0,
logic_synthesis,ys_top_cells_by_area,"sky130_fd_sc_hd__dfrtp_1, sky130_fd_sc_hd__mux2_2, sky130_fd_sc_hd__mux4_2",
power_and_ir_drop,powerDensity,44.92,nW/µm²
run,openroad.warnings,51,
logic_synthesis,synth.yosys.warnings,0,
clock_tree,cts_made_buffers,227,
detailed_routing,route.vias.total,54809,
[kinds of logic after synthesis]
logic type             after synthesis  synth area share, %
muxes                             2714                39.23
and+or+nand+nor                    573                2.349
AOI/OAI and AO/OA                  259                1.388
buffers and inverters              442                2.516
DFF                               2049                54.52
[per-layer routing]
metal / share of wire (%) / track usage [%] / vias to the layer above
met1: 43 / 24.85 / 28957
met3: 9.6 / 7.207 / 446
met2: 45 / 24.84 / 1567
met5: 0.27 / 0.1657 / -
li1: - / - / 23727
met4: 2.4 / 3.633 / 112
[path summary, 6_finish.rpt]
check	from	to	slack, ps	depth (start not counted)
hold / removal	vector_reg[1674]	vector_reg[1674]	500	1
max in group asynchronous	rst_n	vector_reg[797]	33210	8
setup reg to reg	vector_reg[107]	vector_reg[107]	46210	2
min in group asynchronous	rst_n	vector_reg[647]	8440	1
setup / recovery	rf_sel[0]	rrf_data[84]	22960	10
hold reg to reg	vector_reg[1674]	vector_reg[1674]	500	1
[power by group]
| part | leakage, µW | switching, µW | internal, µW |
|---|---|---|---|
| logic | 0.0190 | 336 | 645 |
| clock network | 0.00371 | 739 | 1060 |
| registers | 0.0251 | 182 | 2140 |
[layout by cell type (no fill, tap or decap), types with 2 or more instances in the layout]
cell / n
sky130_fd_sc_hd__mux2_4: 240
sky130_fd_sc_hd__mux2_2: 1706
sky130_fd_sc_hd__nand3b_1: 2
sky130_fd_sc_hd__clkdlybuf4s50_1: 771
sky130_fd_sc_hd__clkbuf_8: 52
sky130_fd_sc_hd__clkinv_2: 37
sky130_fd_sc_hd__inv_6: 3
sky130_fd_sc_hd__mux4_2: 511
sky130_fd_sc_hd__diode_2: 21
sky130_fd_sc_hd__clkinv_4: 2
sky130_fd_sc_hd__clkbuf_1: 54
sky130_fd_sc_hd__buf_4: 123
sky130_fd_sc_hd__o21ai_0: 256
sky130_fd_sc_hd__nand2_1: 561
sky130_fd_sc_hd__buf_12: 19
sky130_fd_sc_hd__clkbuf_16: 231
sky130_fd_sc_hd__clkinvlp_4: 2
sky130_fd_sc_hd__mux2i_1: 257
sky130_fd_sc_hd__clkinv_16: 4
sky130_fd_sc_hd__bufinv_16: 14
sky130_fd_sc_hd__dfrtp_1: 2049
sky130_fd_sc_hd__buf_8: 4
[layout make-up]
cell class	instances	area share [%]
inverters	2	0.01101
clock buffers	337	5.896
diodes	21	0.04626
multi-input cells	3546	35.61
clock inverters	64	0.7247
repair buffers	918	8.018
well taps	4140	4.559
flip-flops and latches	2049	45.13
[per-stage QoR]
step / instance area [µm²] / utilization (%)
after CTS: 113600 / 36.41
after detailed placement: 106000 / 34.00
after floorplan: 94050 / -
final: 113600 / 36.42
after global placement: 106000 / 34.00
after global routing: 113600 / 36.42
[worst max-delay path: stages]
cell and delay [ps]:
sky130_fd_sc_hd__buf_8 340, sky130_fd_sc_hd__buf_4 660, sky130_fd_sc_hd__buf_4 550, sky130_fd_sc_hd__buf_4 570
sky130_fd_sc_hd__buf_4 530, sky130_fd_sc_hd__buf_4 470, sky130_fd_sc_hd__buf_12 490, sky130_fd_sc_hd__mux4_2 570
sky130_fd_sc_hd__mux2_2 270, sky130_fd_sc_hd__clkdlybuf4s50_1 520
Power and IR drop assume default switching activity.

==> design/flow/run.sh <==
#!/bin/bash
# OpenROAD 26Q1-2900-gdf79404cd8, Yosys 0.63+post, stock flow scripts
make -C /OpenROAD-flow-scripts/flow DESIGN_CONFIG=/design/flow/config.mk WORK_HOME=/design/flow/orfs finish
==> design/flow/config.mk <==
export PLATFORM = sky130hd
export DESIGN_NAME = ALU_Output_buffer
export DESIGN_NICKNAME = ALU_Output_buffer
export VERILOG_FILES = /design/flow/design.v
export SDC_FILE = /design/flow/constraint.sdc
export NUM_CORES = 4
export LEC_CHECK = 1
export CORE_AREA = 10 10 556 556
export DIE_AREA = 0 0 566 566
==> design/flow/constraint.sdc <==
current_design ALU_Output_buffer

set clk_period 11.6
set clk_io_pct 0.2

create_clock -name clk0 -period $clk_period [get_ports {clk}]

set non_clock_inputs [all_inputs -no_clocks]
set_input_delay [expr $clk_period * $clk_io_pct] -clock clk0 $non_clock_inputs
set_output_delay [expr $clk_period * $clk_io_pct] -clock clk0 [all_outputs]
==> design/flow/design.v <==
module ALU_Output_buffer (
    input   wire                                clk,
    input   wire                                rst_n,
    input   wire    [7:0]                       max_pkt_size,
    input   wire    [7:0]                       min_pkt_size,
    input   wire    [7:0]                       max_pkt_arit,
    input   wire    [7:0]                       min_pkt_arit,
    input   wire                                extreme_data_v,
    input   wire    [7:0]                       avg_pkt_size,
    input   wire    [7:0]                       avg_pkt_arit,
    input   wire    [7:0]                       avg_pkt_pps,
    input   wire    [7:0]                       avg_pkt_bps,
    input   wire                                avg_val_v,
    input   wire    [159:0]                     i_pkt_size_vec,
    input   wire    [159:0]                     i_pkt_arit_vec,
    input   wire    [1:0]                       vec_mode, 
    input   wire    [7:0]                       n_pkt,
    input   wire    [7:0]                       flow_durt,
    input   wire    [7:0]                       flow_size,
    input   wire    [7:0]                       pkt_arit,
    input   wire                                size_arit_v,
    input   wire    [31:0]                      i_hash,
    input   wire    [127:0]                     i_meta,
    output  wire    [31:0]                      wcache_addr,
    output  wire                                wea_cache,
    output  wire    [191:0]                     wcache_data,
    output  wire    [31:0]                      wmem_addr,
    output  wire                                wea_mem,
    output  wire    [255:0]                     wmem_data,
    input   wire                                useless
);
assign  wea_cache           =                   extreme_data_v;
assign  wcache_addr         =                   i_hash_r0;
assign  wcache_data         =                   {
        o_vec_feature,
        max_pkt_size,
        min_pkt_size,
        max_pkt_arit,
        min_pkt_arit };
assign  wea_mem             =                   avg_val_v_r0;
assign  wmem_addr           =                   i_hash_r5;
assign  wmem_data           =                   {
        o_vec_feature_r4,
        max_pkt_size_r4,
        min_pkt_size_r4,
        max_pkt_arit_r4,
        min_pkt_arit_r4,
        avg_pkt_size_r0,
        avg_pkt_arit_r0,
        avg_pkt_pps_r0,
        avg_pkt_bps_r0,
        n_pkt_r5,
        flow_durt_r5,
        flow_size_r5,
        pkt_arit_r5,
        i_meta_r5
        };
reg   [7:0]                n_pkt_r0;
reg   [7:0]                n_pkt_r1;
reg   [7:0]                n_pkt_r2;
reg   [7:0]                n_pkt_r3;
reg   [7:0]                n_pkt_r4;
reg   [7:0]                n_pkt_r5;
reg   [7:0]                flow_durt_r0;
reg   [7:0]                flow_durt_r1;
reg   [7:0]                flow_durt_r2;
reg   [7:0]                flow_durt_r3;
reg   [7:0]                flow_durt_r4;
reg   [7:0]                flow_durt_r5;
reg   [7:0]                flow_size_r0;
reg   [7:0]                flow_size_r1;
reg   [7:0]                flow_size_r2;
reg   [7:0]                flow_size_r3;
reg   [7:0]                flow_size_r4;
reg   [7:0]                flow_size_r5;
reg   [7:0]                pkt_arit_r0;
reg   [7:0]                pkt_arit_r1;
reg   [7:0]                pkt_arit_r2;
reg   [7:0]                pkt_arit_r3;
reg   [7:0]                pkt_arit_r4;
reg   [7:0]                pkt_arit_r5;
reg                       size_arit_v_r0;
reg                       size_arit_v_r1;
reg                       size_arit_v_r2;
reg                       size_arit_v_r3;
reg                       size_arit_v_r4;
reg                       size_arit_v_r5;
always @ (posedge clk or negedge rst_n) begin
   if(~rst_n) begin
        n_pkt_r0             <=      'd0;
        n_pkt_r1             <=      'd0;
        n_pkt_r2             <=      'd0;
        n_pkt_r3             <=      'd0;
        n_pkt_r4             <=      'd0;
        n_pkt_r5             <=      'd0;
        flow_durt_r0             <=      'd0;
        flow_durt_r1             <=      'd0;
        flow_durt_r2             <=      'd0;
        flow_durt_r3             <=      'd0;
        flow_durt_r4             <=      'd0;
        flow_durt_r5             <=      'd0;
        flow_size_r0             <=      'd0;
        flow_size_r1             <=      'd0;
        flow_size_r2             <=      'd0;
        flow_size_r3             <=      'd0;
        flow_size_r4             <=      'd0;
        flow_size_r5             <=      'd0;
        pkt_arit_r0             <=      'd0;
        pkt_arit_r1             <=      'd0;
        pkt_arit_r2             <=      'd0;
        pkt_arit_r3             <=      'd0;
        pkt_arit_r4             <=      'd0;
        pkt_arit_r5             <=      'd0;
        size_arit_v_r0             <=      'd0;
        size_arit_v_r1             <=      'd0;
        size_arit_v_r2             <=      'd0;
        size_arit_v_r3             <=      'd0;
        size_arit_v_r4             <=      'd0;
        size_arit_v_r5             <=      'd0;
   end
   else begin
        n_pkt_r0              <=      n_pkt;
        n_pkt_r1              <=      n_pkt_r0;
        n_pkt_r2              <=      n_pkt_r1;
        n_pkt_r3              <=      n_pkt_r2;
        n_pkt_r4              <=      n_pkt_r3;
        n_pkt_r5              <=      n_pkt_r4;
        flow_durt_r0              <=      flow_durt;
        flow_durt_r1              <=      flow_durt_r0;
        flow_durt_r2              <=      flow_durt_r1;
        flow_durt_r3              <=      flow_durt_r2;
        flow_durt_r4              <=      flow_durt_r3;
        flow_durt_r5              <=      flow_durt_r4;
        flow_size_r0              <=      flow_size;
        flow_size_r1              <=      flow_size_r0;
        flow_size_r2              <=      flow_size_r1;
        flow_size_r3              <=      flow_size_r2;
        flow_size_r4              <=      flow_size_r3;
        flow_size_r5              <=      flow_size_r4;
        pkt_arit_r0              <=      pkt_arit;
        pkt_arit_r1              <=      pkt_arit_r0;
        pkt_arit_r2              <=      pkt_arit_r1;
        pkt_arit_r3              <=      pkt_arit_r2;
        pkt_arit_r4              <=      pkt_arit_r3;
        pkt_arit_r5              <=      pkt_arit_r4;
        size_arit_v_r0              <=      size_arit_v;
        size_arit_v_r1              <=      size_arit_v_r0;
        size_arit_v_r2              <=      size_arit_v_r1;
        size_arit_v_r3              <=      size_arit_v_r2;
        size_arit_v_r4              <=      size_arit_v_r3;
        size_arit_v_r5              <=      size_arit_v_r4;
   end
end
reg   [7:0]                max_pkt_size_r0;
reg   [7:0]                max_pkt_size_r1;
reg   [7:0]                max_pkt_size_r2;
reg   [7:0]                max_pkt_size_r3;
reg   [7:0]                max_pkt_size_r4;
reg   [7:0]                min_pkt_size_r0;
reg   [7:0]                min_pkt_size_r1;
reg   [7:0]                min_pkt_size_r2;
reg   [7:0]                min_pkt_size_r3;
reg   [7:0]                min_pkt_size_r4;
reg   [7:0]                max_pkt_arit_r0;
reg   [7:0]                max_pkt_arit_r1;
reg   [7:0]                max_pkt_arit_r2;
reg   [7:0]                max_pkt_arit_r3;
reg   [7:0]                max_pkt_arit_r4;
reg   [7:0]                min_pkt_arit_r0;
reg   [7:0]                min_pkt_arit_r1;
reg   [7:0]                min_pkt_arit_r2;
reg   [7:0]                min_pkt_arit_r3;
reg   [7:0]                min_pkt_arit_r4;
reg                       extreme_data_v_r0;
reg                       extreme_data_v_r1;
reg                       extreme_data_v_r2;
reg                       extreme_data_v_r3;
reg                       extreme_data_v_r4;
always @ (posedge clk or negedge rst_n) begin
   if(~rst_n) begin
        max_pkt_size_r0             <=      'd0;
        max_pkt_size_r1             <=      'd0;
        max_pkt_size_r2             <=      'd0;
        max_pkt_size_r3             <=      'd0;
        max_pkt_size_r4             <=      'd0;
        min_pkt_size_r0             <=      'd0;
        min_pkt_size_r1             <=      'd0;
        min_pkt_size_r2             <=      'd0;
        min_pkt_size_r3             <=      'd0;
        min_pkt_size_r4             <=      'd0;
        max_pkt_arit_r0             <=      'd0;
        max_pkt_arit_r1             <=      'd0;
        max_pkt_arit_r2             <=      'd0;
        max_pkt_arit_r3             <=      'd0;
        max_pkt_arit_r4             <=      'd0;
        min_pkt_arit_r0             <=      'd0;
        min_pkt_arit_r1             <=      'd0;
        min_pkt_arit_r2             <=      'd0;
        min_pkt_arit_r3             <=      'd0;
        min_pkt_arit_r4             <=      'd0;
        extreme_data_v_r0             <=      'd0;
        extreme_data_v_r1             <=      'd0;
        extreme_data_v_r2             <=      'd0;
        extreme_data_v_r3             <=      'd0;
        extreme_data_v_r4             <=      'd0;
   end
   else begin
        max_pkt_size_r0              <=      max_pkt_size;
        max_pkt_size_r1              <=      max_pkt_size_r0;
        max_pkt_size_r2              <=      max_pkt_size_r1;
        max_pkt_size_r3              <=      max_pkt_size_r2;
        max_pkt_size_r4              <=      max_pkt_size_r3;
        min_pkt_size_r0              <=      min_pkt_size;
        min_pkt_size_r1              <=      min_pkt_size_r0;
        min_pkt_size_r2              <=      min_pkt_size_r1;
        min_pkt_size_r3              <=      min_pkt_size_r2;
        min_pkt_size_r4              <=      min_pkt_size_r3;
        max_pkt_arit_r0              <=      max_pkt_arit;
        max_pkt_arit_r1              <=      max_pkt_arit_r0;
        max_pkt_arit_r2              <=      max_pkt_arit_r1;
        max_pkt_arit_r3              <=      max_pkt_arit_r2;
        max_pkt_arit_r4              <=      max_pkt_arit_r3;
        min_pkt_arit_r0              <=      min_pkt_arit;
        min_pkt_arit_r1              <=      min_pkt_arit_r0;
        min_pkt_arit_r2              <=      min_pkt_arit_r1;
        min_pkt_arit_r3              <=      min_pkt_arit_r2;
        min_pkt_arit_r4              <=      min_pkt_arit_r3;
        extreme_data_v_r0              <=      extreme_data_v;
        extreme_data_v_r1              <=      extreme_data_v_r0;
        extreme_data_v_r2              <=      extreme_data_v_r1;
        extreme_data_v_r3              <=      extreme_data_v_r2;
        extreme_data_v_r4              <=      extreme_data_v_r3;
   end
end
reg   [7:0]                avg_pkt_size_r0;
reg   [7:0]                avg_pkt_arit_r0;
reg   [7:0]                avg_pkt_pps_r0;
reg   [7:0]                avg_pkt_bps_r0;
reg                       avg_val_v_r0;
always @ (posedge clk or negedge rst_n) begin
   if(~rst_n) begin
        avg_pkt_size_r0             <=      'd0;
        avg_pkt_arit_r0             <=      'd0;
        avg_pkt_pps_r0              <=      'd0;
        avg_pkt_bps_r0              <=      'd0;
        avg_val_v_r0                <=      'd0;
   end
   else begin
        avg_pkt_size_r0              <=      avg_pkt_size;
        avg_pkt_arit_r0              <=      avg_pkt_arit;
        avg_pkt_pps_r0               <=      avg_pkt_pps;
        avg_pkt_bps_r0               <=      avg_pkt_bps;
        avg_val_v_r0                 <=      avg_val_v;
   end
end
reg   [31:0]                i_hash_r0;
reg   [31:0]                i_hash_r1;
reg   [31:0]                i_hash_r2;
reg   [31:0]                i_hash_r3;
reg   [31:0]                i_hash_r4;
reg   [31:0]                i_hash_r5;
reg   [127:0]                i_meta_r0;
reg   [127:0]                i_meta_r1;
reg   [127:0]                i_meta_r2;
reg   [127:0]                i_meta_r3;
reg   [127:0]                i_meta_r4;
reg   [127:0]                i_meta_r5;
always @ (posedge clk or negedge rst_n) begin
   if(~rst_n) begin
        i_hash_r0             <=      'd0;
        i_hash_r1             <=      'd0;
        i_hash_r2             <=      'd0;
        i_hash_r3             <=      'd0;
        i_hash_r4             <=      'd0;
        i_hash_r5             <=      'd0;
        i_meta_r0             <=      'd0;
        i_meta_r1             <=      'd0;
        i_meta_r2             <=      'd0;
        i_meta_r3             <=      'd0;
        i_meta_r4             <=      'd0;
        i_meta_r5             <=      'd0;
   end
   else begin
        i_hash_r0              <=      i_hash;
        i_hash_r1              <=      i_hash_r0;
        i_hash_r2              <=      i_hash_r1;
        i_hash_r3              <=      i_hash_r2;
        i_hash_r4              <=      i_hash_r3;
        i_hash_r5              <=      i_hash_r4;
        i_meta_r0              <=      i_meta;
        i_meta_r1              <=      i_meta_r0;
        i_meta_r2              <=      i_meta_r1;
        i_meta_r3              <=      i_meta_r2;
        i_meta_r4              <=      i_meta_r3;
        i_meta_r5              <=      i_meta_r4;
   end
end
reg     [159:0]                            o_vec_feature;
always @ * begin
    case (vec_mode)
    2'b00:  o_vec_feature   =   160'd0;
    2'b01:  o_vec_feature   =   i_pkt_size_vec;
    2'b10:  o_vec_feature   =   i_pkt_arit_vec;
    2'b11:  o_vec_feature   =   {i_pkt_size_vec[79:0], i_pkt_arit_vec[79:0]};
    endcase
end
reg   [159:0]                o_vec_feature_r0;
reg   [159:0]                o_vec_feature_r1;
reg   [159:0]                o_vec_feature_r2;
reg   [159:0]                o_vec_feature_r3;
reg   [159:0]                o_vec_feature_r4;
reg   [159:0]                o_vec_feature_r5;
always @ (posedge clk or negedge rst_n) begin
   if(~rst_n) begin
        o_vec_feature_r0             <=      'd0;
        o_vec_feature_r1             <=      'd0;
        o_vec_feature_r2             <=      'd0;
        o_vec_feature_r3             <=      'd0;
        o_vec_feature_r4             <=      'd0;
        o_vec_feature_r5             <=      'd0;
   end
   else begin
        o_vec_feature_r0              <=      o_vec_feature;
        o_vec_feature_r1              <=      o_vec_feature_r0;
        o_vec_feature_r2              <=      o_vec_feature_r1;
        o_vec_feature_r3              <=      o_vec_feature_r2;
        o_vec_feature_r4              <=      o_vec_feature_r3;
        o_vec_feature_r5              <=      o_vec_feature_r4;
   end
end
endmodule
==> summary.txt <==
flow finished, numbers: worst min-delay path category flop to flop, R2R setup slack 10.93 ns, clock root buffer clkbuf_16, Final period util 66.19%, RSZ-0062 raised after global routing no, Fin Setup TNS 0 ns, worst-margin pin slew 0.8023 ns, Hold-fix buffers, CTS 0, Worst Setup EP wcache_data[115], final hold violations 0, Reg area 37660 um^2, OpenROAD warnings 46, top sig layer met5, global-route wire length before repair 205000 um, Setup Viol. Count Final 0, crit-path max FO 52, die y size 566 um, Die Wd 566 um, Reg2Reg Depth 0, CP Data Arrival Time 5.36 ns, post-DP HPWL 118600 um, chip area 320400 um^2, Logic area 2375 um^2, Max Buffers Root-to-Sink 4, synth warn 1, vias in the first global route 23340, Peak VDD IR 0.00009564 V, FP Util 13.65%, Yosys chip area 40510 um^2, Clock Latency Late Sink 0.85 ns, initial antenna violation count 73, critical path endpoint category primary output, share of layout cells above drive strength 1 12.16%, Slew Viols, Final 0, clk_skew 0.1058 ns, synthesized netlist cell count 1825, met2 routed WL 70930 um, routability congestion estimate 0.9262, routed wl met3 21360 um, WL met1 52500 um, Hold WS 0.2405 ns, FMAX 130.2 MHz, Port Buf Inserts 1093, Cell Pwr Density 189.2 nW/um^2, fill count 31070, Critical Path Start vec_mode[1], vias per cell 2.858, Post-synth seq share 92.97%, synthesized area 40510 um^2, Cell Type Count 9, nature of the critical path startpoint primary input, iteration tally of the first detailed-router pass 6, crit-path cells buf_6, buf_4, buf_4, buf_4, mux2_2, a22o_1, clkdlybuf4s50_1, syn_area_per_cell 22.20 um^2, flops out of synthesis 1505, Total GRT Usage 9.422%, largest net degree at the start of global routing 137, reg-to-reg critical path startpoint i_meta_r3[26]$_DFF_PN0_, Starting DRT DRC Count 1235, CTS clk-pin slew, worst paths 0.06 ns, area delta synth->final 52.88%, cts repair resizes 0, peak per-stage delay on the critical path 0.58 ns, CP bufs+invs 5, H-tree level count 4, crit path time final 7.678 ns, final wirelength 150400 um, TritonCTS buffer count 164, WP data required 9.28 ns, cell depth of the worst setup path 7, CTS tree built, wire per inst 21.11 um, Max-Cap Viols 0, Crit Path Class primary input to primary output, post-detailed-route DRC marker count 0, # IOs 1098, routed vias 20370, slowest stage cell, crit path buf_4, # rows 200, Core Area 296800 um^2, run status finished clean, reg2reg end i_meta_r4[26]$_DFF_PN0_, Util after Layout 20.87%, Leakage 0.02586 uW, yosys stat cell total 1825, slew margin rel. 46.52%, Most common cell on crit path buf_4, antenna viol nets, final 0, grt total ovfl 0, post-CTS setup buffer count 0, Crit path max-delay family buffers and inverters, clock sink count 1505
-- area by class of cell --
class	count	share of cell area [%]
well taps	3939	7.958
clock buffers	216	7.396
flip-flops and latches	1505	60.81
clock inverters	79	1.733
diodes	22	0.08889
multi-input cells	242	3.835
repair buffers	1123	18.18
-- synthesized netlist by cell type --
cell type	number	area share (%)
mux2_4	12	0.44
clkbuf_1	8	0.074
buf_6	4	0.11
mux2_2	68	1.9
nor2b_1	2	0.031
buf_4	33	0.61
buf_2	33	0.41
a22o_1	160	3.5
dfrtp_1	1505	93
-- metrics by stage --
| stage | instances | total power (uW) | instance area, um^2 | worst slack (ns) |
|---|---|---|---|---|
| after floorplan | 1825 | 5742 | 40510 | 6.121 |
| after global placement | 6809 | 6477 | 56220 | 3.936 |
| after detailed placement | 6809 | 6481 | 56220 | 3.926 |
| after CTS | 7104 | 12010 | 61880 | 3.914 |
| after global routing | 7107 | 12260 | 61880 | 3.807 |
| final | 7126 | 11720 | 61930 | 3.922 |
-- per-layer routing --
layer / up-vias / track usage (%)
li1: 8485 / -
met1: 10470 / 10.52
met2: 1118 / 15.12
met3: 264 / 5.879
met4: 30 / 2.471
met5: - / 0
-- where the power goes --
group | switching (uW) | internal, uW | leakage, uW
Sequential | 98.5 | 5530 | 0.0177
Clock | 2170 | 3200 | 0.00276
Combinational | 313 | 412 | 0.00544
Total | 2580 | 9140 | 0.0259
-- worst min path at each step --
stage                      startpoint                      end  cells after the start
finish        i_hash_r3[15]$_DFF_PN0_  i_hash_r4[15]$_DFF_PN0_                      0
global route  i_hash_r3[15]$_DFF_PN0_  i_hash_r4[15]$_DFF_PN0_                      0
CTS           i_hash_r3[15]$_DFF_PN0_  i_hash_r4[15]$_DFF_PN0_                      0
-- logic make-up after synthesis --
logic type | after synthesis | synth area share (%)
AOI/OAI and AO/OA | 160 | 3.459
DFF | 1505 | 92.97
buffers and inverters | 78 | 1.205
muxes | 80 | 2.335
and+or+nand+nor | 2 | 0.03088
-- layout by cell type (no fill, tap or decap) --
| cell | instances |
|---|---|
| clkbuf_16 | 165 |
| clkinvlp_4 | 9 |
| buf_16 | 1 |
| mux2_4 | 12 |
| a22o_1 | 160 |
| buf_6 | 1 |
| mux2_2 | 68 |
| buf_12 | 6 |
| dfrtp_1 | 1505 |
| clkbuf_1 | 25 |
| clkinv_2 | 23 |
| clkinv_4 | 10 |
| inv_8 | 2 |
| bufinv_16 | 17 |
| nor2b_4 | 2 |
| clkdlybuf4s50_1 | 1090 |
| diode_2 | 22 |
| inv_16 | 3 |
| clkinv_16 | 3 |
| clkinv_8 | 2 |
| buf_4 | 25 |
| inv_6 | 10 |
| clkbuf_8 | 26 |
-- registers in the layout, summed over array words and instances, names as in the netlist, 32 cells and up --
signal and flops:
i_meta_r1 128, i_meta_r2 128, o_vec_feature_r3 32, i_meta_r4 128
i_hash_r0 32, o_vec_feature_r4 32, i_meta_r3 128, o_vec_feature_r2 32
i_hash_r1 32, i_meta_r5 128, i_hash_r2 32, o_vec_feature_r1 32
i_hash_r5 32, i_hash_r3 32, o_vec_feature_r0 32, i_hash_r4 32
i_meta_r0 128
Power figures rest on the tool's default switching activity, not on a simulated workload.
